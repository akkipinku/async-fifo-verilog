[flow/design.v]
module write #(parameter fifo_depth = 16)(wen,wclk,wrst,readaddrptrgreysync,writeaddr,full ,writeaddrptrgrey,
) ;
input wen,wclk,wrst ;
input [$clog2(fifo_depth):0]readaddrptrgreysync ;
output  [$clog2(fifo_depth)-1:0]writeaddr;
output full ;
output [$clog2(fifo_depth):0]writeaddrptrgrey ;
reg [$clog2(fifo_depth):0]writeaddrptr ;
assign writeaddrptrgrey = (writeaddrptr>>1) ^ writeaddrptr;
assign writeaddr = writeaddrptr[$clog2(fifo_depth)-1 : 0] ;
assign full = (writeaddrptrgrey[$clog2(fifo_depth):0]  == {~(readaddrptrgreysync[$clog2(fifo_depth) :($clog2(fifo_depth)-1)]),readaddrptrgreysync[$clog2(fifo_depth)-2:0]}) ;
always@(posedge wclk or posedge wrst) begin
if(wrst) begin
  writeaddrptr <= 0 ;
  end
else begin
if(wen && !full) 
writeaddrptr <= writeaddrptr + 1 ;
end
end
endmodule
[flow/run.sh]
#!/bin/bash
# OpenROAD 26Q1-2900-gdf79404cd8, Yosys 0.63+post, stock flow scripts
make -C /OpenROAD-flow-scripts/flow DESIGN_CONFIG=/design/flow/config.mk WORK_HOME=/design/flow/orfs finish
[flow/config.mk]
export PLATFORM = sky130hd
export DESIGN_NAME = write
export DESIGN_NICKNAME = write
export VERILOG_FILES = /design/flow/design.v
export SDC_FILE = /design/flow/constraint.sdc
export NUM_CORES = 4
export LEC_CHECK = 1
export CORE_AREA = 10 10 70 70
export DIE_AREA = 0 0 80 80
[flow/constraint.sdc]
current_design write

set clk_period 2.9
set clk_io_pct 0.2

create_clock -name clk0 -period $clk_period [get_ports {wclk}]

set non_clock_inputs [all_inputs -no_clocks]
set_input_delay [expr $clk_period * $clk_io_pct] -clock clk0 $non_clock_inputs
set_output_delay [expr $clk_period * $clk_io_pct] -clock clk0 [all_outputs]
==> ci_impl_report.md <==
### Metrics collected by this job

| Metric | Value |
|---|---|
| Relative slew slack | `80.2%` |
| Final Non-Filler Cells | `97` |
| Worst EP arrival | `2070 ps` |
| Mapped cell area | `345 um2` |
| Core area | `0.00342 mm2` |
| Max reg flops | `5` |
| Post-synth top cells | `8 x xor2_1, 5 x dfrtp_1, 3 x a21oi_1, 3 x ha_1, 2 x nand3_1` |
| Worst r2r src | `writeaddrptr[0]$_DFFE_PP0P_` |
| Most used flip-flop cell | `dfrtp_1` |
| Post-synth ARST share | `100%` |
| Most flop-heavy register | `writeaddrptr` |
| CP Cell Sequence | `clkdlybuf4s50_1, xnor2_1, nor4_4, and2_2, clkdlybuf4s50_1` |
| FP Util | `10.1%` |
| Yosys cell count | `29` |
| Initial DRC count | `0` |
| Clk buf depth | `2` |
| Via-per-instance ratio | `2.92` |
| Type of origin of the critical path | `input port` |
| RSZ-0062 raised after global routing | `false` |
| CTS Hold Bufs | `0` |
| Ant diodes | `0` |
| Cell mode on critical path | `clkdlybuf4s50_1` |
| R2R Setup Slk | `1050 ps` |
| Slew Viols, Final | `0` |
| Tot Pwr | `682 uW` |
| Delay-heaviest family, CP | `buffers and inverters` |
| Largest registers | `writeaddrptr: 5 flops` |
| Leakage power total | `0.249 nW` |
| Die area | `0.00640 mm2` |
| Total CTS buffers | `3` |
| Vias | `283` |
| Fmax | `0.377 GHz` |
| Worst hold path depth | `1` |
| Root buf cell | `clkbuf_4` |
| First-pass iteration count of the detailed router | `1` |
| Routed wire length | `905 um` |
| Setup Fix Bufs, Post-CTS | `0` |
| R2R Path End | `writeaddrptr[1]$_DFFE_PP0P_` |
| Vias in the first global route | `365` |
| Actual slew at the worst max-slew pin | `296 ps` |
| Synth Seq Share | `36.2%` |
| Clk sinks | `5` |
| Area Growth Syn to Fin | `75.7%` |
| FILL cells | `396` |
| Syn_area_per_cell | `11.9 um2` |
| HP Start | `writeaddrptr[0]$_DFFE_PP0P_` |
| Critical Setup Path Class | `in -> out` |
| Max incr delay on CP | `460 ps` |
| Count of tool warnings | `25` |
| Minimum clock period | `2650 ps` |
| GR Util All Layers | `2.93%` |
| Crit end category | `output port` |
| WL/cell | `9.33 um` |
| Post-route cell area | `607 um2` |
| Period Utilization, post-route | `91.5%` |
| Worst hold path type | `reg -> reg` |
| Latency at later pin | `240 ps` |
| Count of final setup violators | `0` |
| Hold Fails Final Rpt | `0` |
| Worst path buffer plus inverter count | `2` |
| Yosys warns | `1` |
| Largest net degree at the start of global routing | `6` |
| Pwr/cell area | `1120 mW/mm2` |
| Top-count cell post-synth | `xor2_1` |
| Setup Skew | `0.866 ps` |
| CP max-delay cell | `clkdlybuf4s50_1` |
| Die X | `80 um` |
| Maximum vdd ir drop | `0.383 mV` |
| PostCTS Resize Cnt | `0` |
| Outcome | `finished, final reports clean` |
| DRC viols | `0` |
| Die height | `80 um` |
| Largest area contributor in the synthesized netlist | `dfrtp_1` |
| Yosys stat area | `345 um2` |
| WHS Endpoint | `writeaddrptr[0]$_DFFE_PP0P_` |
| EDFF count, synth | `0` |
| Syn Inst Count | `29` |
| Setup TNS | `0 ps` |
| Area after DPL | `581 um2` |
| CTS tree | `yes` |
| Post-synth cell types | `13` |
| First-pass GRT wire length | `1540 um` |
| Port bufs | `17` |
| Routed Antenna Nets | `0` |
| Crit-path max FO | `2` |
| Std-Cell Rows | `21` |
| Final worst setup slack | `245 ps` |
| MaxCap Viol Count | `0` |
| GRT overflow | `0` |
| Post-synthesis register bit count | `5` |
| Worst Path Required | `2320 ps` |
| Worst r2r path cells | `6` |
| Reg clk slew, reported paths | `40 ps` |
| I/O pins | `18` |
| Gpl congestion | `0.728` |
| H-Tree Depth | `1` |
| Leading post-synthesis cells by cell area | `dfrtp_1 36%, xor2_1 20%, ha_1 11%` |
| Antenna violations before repair | `0` |
| # placed instances | `93` |
| Dominant cell area share | `36.2%` |
| Layout cells sized above 1 | `17.6%` |
| Post-place setup slack | `214 ps` |
-- area by class of cell --
class                           count  area, um2  area share [%]
Multi-Input combinational cell     23        216            35.7
Timing Repair Buffer               18        178            29.3
Sequential cell                     5        125            20.6
Tap cell                           46       57.6            9.48
Clock buffer                        4       26.3            4.33
Inverter                            1       3.75           0.619
-- metrics by stage --
step	utilization (%)	hold WS [ps]
2_1_floorplan	-	359
3_3_place_gp	17.0	515
3_5_place_dp	17.0	519
4_1_cts	17.8	525
5_1_grt	17.8	554
6_report	17.8	524
-- cell usage in the layout, fill, tap and decap left out --
cell type / count
nand3_1: 2
ha_1: 3
a21boi_2: 1
xor2_1: 8
dfrtp_1: 5
nand2_1: 1
xor2_2: 1
nor4_4: 1
and2_2: 1
buf_4: 1
inv_1: 1
clkbuf_1: 1
xnor2_1: 1
a21oi_1: 3
clkdlybuf4s50_1: 17
mux2_4: 1
clkbuf_4: 3
-- per-layer routing --
metal	GRT usage, %	up-vias	wire (um)
met4	1.41	0	46
li1	-	145	-
met1	3.55	118	398
met3	1.25	4	102
met2	4.33	16	358
met5	0	-	0
-- power by group --
group          total (mW)  switching, mW  internal (mW)
Combinational       0.445          0.165          0.280
Clock              0.0799         0.0280         0.0520
Sequential          0.157         0.0498          0.107
Total               0.682          0.243          0.439
-- cell families (layout without fill, tap and decap cells) --
kind of cell / after synthesis / count (layout) / share of synthesized area (%)
AOI/OAI and AO/OA: 4 / 4 / 7.61
and+or+nand+nor: 5 / 5 / 12.3
adders and majority gates: 3 / 3 / 10.9
muxes: 1 / 1 / 4.35
buffers and inverters: 1 / 23 / 1.09
DFF: 5 / 5 / 36.2
xor gates and xnor gates: 10 / 10 / 27.5
-- worst reg2reg max path: stages (launching register included) --
cell      delay, ps
dfrtp_1         410
ha_1            350
xor2_1          280
nor4_4           50
buf_4           150
a21boi_2        180
mux2_4          310
-- worst max path at each step --
stage | startpoint | end | cells past startpoint
global route | writeaddrptr[2]$_DFFE_PP0P_ | full | 5
CTS | writeaddrptr[2]$_DFFE_PP0P_ | full | 5
finish | readaddrptrgreysync[4] | full | 5
Power figures rest on the tool's default switching activity, not on a simulated workload.
