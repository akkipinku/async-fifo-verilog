==> flow/design.v <==
module read #(parameter fifo_depth = 16,  parameter datain_width = 8,    parameter dataout_width = 8)           
(  input ren, rclk, rrst,
  input [$clog2(fifo_depth):0] writeaddrptrgreysync,
  output [$clog2(fifo_depth)-1:0] readaddr,
  output empty,
  output [$clog2(fifo_depth):0] readaddrptrgrey
); 
  reg [$clog2(fifo_depth):0] readaddrptr;
  reg [2:0] count = 0;
  assign readaddrptrgrey = (readaddrptr >> 1) ^ readaddrptr;
  assign readaddr = readaddrptr[$clog2(fifo_depth)-1 : 0];
  assign empty = (readaddrptrgrey == writeaddrptrgreysync);
  always @(posedge rclk or posedge rrst) begin
    if (rrst) begin
      count <= 0;
      readaddrptr <= 0;
    end else begin
      if (ren && !empty) begin
        if (dataout_width >= datain_width) begin
          readaddrptr <= readaddrptr + (dataout_width / datain_width);
        end else begin
          count <= (count == (datain_width / dataout_width) - 1) ? 0 : count + 1;
          if (count == (datain_width / dataout_width) - 1) begin
            readaddrptr <= readaddrptr + 1;
          end
        end
      end
    end
  end
endmodule
==> flow/run.sh <==
#!/bin/bash
# OpenROAD 26Q1-2900-gdf79404cd8, Yosys 0.63+post, stock flow scripts
make -C /OpenROAD-flow-scripts/flow DESIGN_CONFIG=/design/flow/config.mk WORK_HOME=/design/flow/orfs finish
==> flow/config.mk <==
export PLATFORM = sky130hd
export DESIGN_NAME = read
export DESIGN_NICKNAME = read
export VERILOG_FILES = /design/flow/design.v
export SDC_FILE = /design/flow/constraint.sdc
export NUM_CORES = 4
export LEC_CHECK = 1
export CORE_AREA = 10 10 70 70
export DIE_AREA = 0 0 80 80
==> flow/constraint.sdc <==
current_design read

set clk_period 2.1
set clk_io_pct 0.2

create_clock -name clk0 -period $clk_period [get_ports {rclk}]

set non_clock_inputs [all_inputs -no_clocks]
set_input_delay [expr $clk_period * $clk_io_pct] -clock clk0 $non_clock_inputs
set_output_delay [expr $clk_period * $clk_io_pct] -clock clk0 [all_outputs]
==> job_summary.md <==
### Flow metrics

| Metric | Value |
|---|---|
| Leak Pwr | 0.304 nW |
| Number of fillers in the final layout | 385 |
| Number of setup violations in the final report | 0 |
| Final setup margin | around 0.052 ns |
| Most used standard cells in the synthesized netlist | sky130_fd_sc_hd__xor2_1, sky130_fd_sc_hd__dfrtp_1, sky130_fd_sc_hd__a21oi_1, sky130_fd_sc_hd__ha_1, sky130_fd_sc_hd__nand3_1 |
| Worst Clk Skew | 0.000832 ns |
| Ordered list of cells on the worst path | ha_4, xor2_2, nor4_4, and2_4, buf_2 |
| Max-slew violation total from the final report | 0 |
| Area overhead of the layout relative to synthesis | 115% |
| Number of unique standard cell types used by synthesis | 13 |
| Path type of the worst setup path | reg2out |
| Number of flip-flops under the largest register name | 5 |
| Most frequent cell after synthesis | sky130_fd_sc_hd__xor2_1 |
| Antenna violations before repair | 0 |
| Cells after synthesis | 29 |
| Post-synthesis share of cell area spent on full adders, half adders and majority gates | 10.9% |
| Ant. Diodes | 0 |
| Number of cells on the critical path | 5 |
| Initial DRT Pass Iterations | 4 |
| Horizontal extent of the die | 80 um |
| Setup repair after global routing missed its margin | true |
| Fmax achieved | around 500 MHz |
| Cell with the largest stage delay on the worst path | sky130_fd_sc_hd__dfrtp_2 |
| Delay contributed by the slowest stage of the critical path | 0.44 ns |
| P per Cell Area | about 1800 mW/mm^2 |
| Global-route total usage across every layer | 3.56% |
| Ao+oa area frac | 7.61% |
| Share of synthesized area occupied by flip-flops and latches | 36.2% |
| Commonest flop | sky130_fd_sc_hd__dfrtp_1 |
| Wire length of the first global-routing pass | ~1.8 mm |
| Final weighted congestion in routability-driven placement | about 0.72 |
| CTS clock-pin slew for the worst setup and hold paths | 0.04 ns |
| Total number of clock tree sinks | 5 |
| Crit path capture type | output port |
| Netlist area before placement | 345 um^2 |
| Register with the most flip-flops | readaddrptr |
| Required time of the worst setup path | 1.68 ns |
| Total cells reported by yosys after synthesis | 29 |
| Count of final hold-check violations | 0 |
| Pin count of the biggest net entering global routing | 6 |
| HPWL after detailed placement | about 860 um |
| Pre-CTS setup slack | -0.270 ns |
| TritonCTS clock tree | built |
| Number of cells on the worst reg-to-reg path | 6 |
| Arrival time of the worst setup path | 1.63 ns |
| CP bufs+invs | 1 |
| Number of clock buffers inserted by TritonCTS | 3 |
| Portion of the clock cycle consumed by the worst path in the final layout | a little over nine tenths |
| Buffer levels on the longest clock path | 2 |
| Fp util | 10.1% |
| Xor/xnor share of the synthesized area | 27.5% |
| Iteration-0 DRC Markers | 4 |
| Headroom to the max-slew limit | between 80% and 90% |
| Worst Hold Margin | between 0.3 and 0.4 ns |
| Top Registers | readaddrptr x5 |
| Final Total Pwr | 1.32 mW |
| Fraction of layout instances using a drive strength above 1 | 44.3% |
| Syn_area_per_cell | about 12 um^2 |
| Tool warnings | 26 |
| Wire length per cell after detailed routing | 10.1 um |
| Period minus WS final | 2.05 ns |
| Ports | 18 |
| IO buf count | 17 |
| Maximum resistive drop on vdd | roughly 0.80 mV |
| FF+latch count, synth | 5 |
| Total detailed-routing wirelength | 1.08 mm |
| Area fraction in and, or, nand and nor cells after synthesis | 12.3% |
| Cell type with the largest total area after synthesis | sky130_fd_sc_hd__dfrtp_1 |
| Overall chip area | roughly 0.0064 mm^2 |
| Root Driver | sky130_fd_sc_hd__clkbuf_4 |
| Synth mux share | 4.35% |
| Total global routing overflow | 0 |
| Fraction of registers with async set or reset after synthesis | 100% |
| Max-capacitance violation count | 0 |
| Biggest area cells | sky130_fd_sc_hd__dfrtp_1, sky130_fd_sc_hd__xor2_1, sky130_fd_sc_hd__ha_1 |
| CP startpoint kind | flip-flop |
| Setup slack, reg-to-reg | 0.30 ns |
| H-tree depth | 1 |
| Std-Cell Rows | 21 |
| Hold Path Class | in2async |
| Vias in the first global route | 383 |
| CP max FO | 3 |
| Result of the run | completed |
| Remaining design rule violation count | 0 |
| Number of vias in the routed layout | between 300 and 400 |
| Flip-flops with a built-in enable | 0 |
| Count of antenna-violating nets left after detailed routing | 0 |
| Vias per Instance | around 3.1 |
| Clock latency on the worst-skew pair | 0.24 ns |
| Hold buffer count at CTS | 0 |
| Std-Cell Core Area | 0.00342 mm^2 |
| Main logic family | XOR/XNOR gates |
| Slew @ Worst Pin | 0.230 ns |
| CP delay by family, top | simple AND/OR/NAND/NOR gates |
| Top-area cell share | between 30% and 40% |
| Worst reg2reg startpoint | readaddrptr[1] |
| Synth Warn # | 1 |
| Synthesis area per yosys | 345 um^2 |
| Reg-to-Reg End | readaddrptr[1] |
| DIE HEIGHT | roughly 80 um |
-- worst max-delay path by stage --
stage / start / to
CTS: readaddrptr[1] / empty
finish: readaddrptr[1] / empty
global route: readaddrptr[1] / empty
-- cell usage in the layout (no fill, tap or decap) --
cell type	instances
sky130_fd_sc_hd__dfrtp_2	2
sky130_fd_sc_hd__a21oi_1	3
sky130_fd_sc_hd__mux2_4	1
sky130_fd_sc_hd__dlygate4sd2_1	1
sky130_fd_sc_hd__xnor2_1	1
sky130_fd_sc_hd__dfrtp_1	3
sky130_fd_sc_hd__and2_4	1
sky130_fd_sc_hd__xor2_4	1
sky130_fd_sc_hd__clkbuf_4	3
sky130_fd_sc_hd__nand2_1	1
sky130_fd_sc_hd__buf_4	11
sky130_fd_sc_hd__nand3_1	2
sky130_fd_sc_hd__ha_4	3
sky130_fd_sc_hd__a21boi_2	1
sky130_fd_sc_hd__inv_1	1
sky130_fd_sc_hd__nor4_4	1
sky130_fd_sc_hd__buf_2	1
sky130_fd_sc_hd__clkdlybuf4s50_1	15
sky130_fd_sc_hd__xor2_1	6
sky130_fd_sc_hd__xor2_2	2
sky130_fd_sc_hd__clkbuf_1	1
-- where the power goes --
group	leakage [nW]	internal [mW]	switching, mW
Combinational	0.232	0.651	0.328
Clock	0.0150	0.0718	0.0395
Sequential	0.0570	0.153	0.0749
-- routing by layer --
layer  GRT usage [%]  wire (um)
met1            4.37        457
met2            5.30        492
met3            1.59         95
met4            1.41         34
met5               0          0
-- cells by family after synthesis --
logic type      count (synthesis)
mux                             1
simple gates                    5
buf+inv                         1
compound gates                  4
xor+xnor                       10
flops                           5
fa+ha+maj                       3
-- metrics by stage --
| stage | area, um^2 | TNS, ns | util, % | std cells |
|---|---|---|---|---|
| 4_1_cts | 721 | 0 | 21.1 | 107 |
| 2_1_floorplan | 345 | 0 | - | 29 |
| 3_5_place_dp | 648 | -0.270 | 19.0 | 102 |
| 6_report | 743 | 0 | 21.8 | 107 |
| 5_1_grt | 743 | -0.0278 | 21.8 | 107 |
| 3_3_place_gp | 648 | -0.263 | 19.0 | 102 |
-- timing repair --
action,in CTS,in global routing
endpoints found under the setup margin,1,2
buffers inserted,1,0
resized,9,4
gates cloned,0,0
pin swaps,6,3
-- worst reg2reg max path, delay by kind of cell (launching register included) --
kind                     cells  cell delay [ns]
multiplexers                 1             0.29
AND-OR/OR-AND                1             0.07
XOR/XNOR                     1             0.15
adder cells (fa/ha/maj)      1             0.26
flip-flops                   1             0.44
buffers and inverters        1             0.18
AND/OR/NAND/NOR              1             0.27
-- cell type report --
cell class              count  area [um^2]  area share [%]
multi-input cells          23          282            37.9
repair buffers             28          246            33.2
flip-flops and latches      5          128            17.2
well taps                  46         57.6            7.74
clock buffers               4         26.3            3.54
inverters                   1         3.75           0.505
No activity file was given, so power comes from the tool's default toggle rates.
